===== design/flow/design.v =====
module macro_ndff (
    clk,
    rstn,
    d,
    q
);
  input clk, rstn, d;
  output q;
  reg dff1, dff2;
  always @(posedge clk or negedge rstn) begin
    if (~rstn) {dff2, dff1} <= 2'b0;
    else {dff2, dff1} <= {dff1, d};
  end
  assign q = dff2;
endmodule
module macro_mux_ndff #(
    MUXNDFF_WIDTH = 8
) (
    input clk,
    input [MUXNDFF_WIDTH-1:0] data,   
    input en,   
    input rstn,   
    output reg [MUXNDFF_WIDTH-1:0] data_sync
);
  wire en_sync;
  macro_ndff u_macro_ndff (
      .clk(clk),
      .rstn(rstn),
      .d(en),
      .q(en_sync)
  );
  always @(posedge clk or negedge rstn) begin
    if (~rstn) begin
      data_sync <= {MUXNDFF_WIDTH{1'b0}};
    end else if (en_sync) begin
      data_sync <= data;
    end
  end
endmodule

===== design/flow/run.sh =====
#!/bin/bash
# OpenROAD 26Q1-2900-gdf79404cd8, Yosys 0.63+post, stock flow scripts
make -C /OpenROAD-flow-scripts/flow DESIGN_CONFIG=/design/flow/config.mk WORK_HOME=/design/flow/orfs finish

===== design/flow/config.mk =====
export PLATFORM = sky130hd
export DESIGN_NAME = macro_mux_ndff
export DESIGN_NICKNAME = macro_mux_ndff
export VERILOG_FILES = /design/flow/design.v
export SDC_FILE = /design/flow/constraint.sdc
export NUM_CORES = 4
export LEC_CHECK = 1
export CORE_AREA = 10 10 70 70
export DIE_AREA = 0 0 80 80

===== design/flow/constraint.sdc =====
current_design macro_mux_ndff

set clk_period 1.2
set clk_io_pct 0.2

create_clock -name clk0 -period $clk_period [get_ports {clk}]

set non_clock_inputs [all_inputs -no_clocks]
set_input_delay [expr $clk_period * $clk_io_pct] -clock clk0 $non_clock_inputs
set_output_delay [expr $clk_period * $clk_io_pct] -clock clk0 [all_outputs]

==> out/metrics.yaml <==
synth:
  ys_warn_count: 2
  postSynthAreaPerCell_um2: 20.09
  ys_cells: 19
  ff_type: "dfrtp_1"
  synth.area.top_cells: "dfrtp_1 (66%), mux2_4 (31%), buf_6 (3.0%)"
  top_cell: "dfrtp_1"
  common_cells: "dfrtp_1 (10), mux2_4 (8), buf_6 (1)"
  ys_seq_share_pct: 65.57
  ys_chip_area_um2: 381.6
  synthArstFlopShare_pct: 100.0
  synthCells: 19
  synth_cell_types: 3
  syn_area_um2: 381.6
  edf_count: 0
  top_area_cell: "dfrtp_1"
  synth.top_cell.area_share_pct: 65.57
  ys_ff: 10
clock_network:
  cts_hold_buf: 0
  clock_sinks: 10
  clk_latency_ps: 260
  clk_pin_slew_ps: 70
  cts_buffers: 3
  cts_tree: "yes"
  ctsHtreeMaxLevel: 1
  cts_buffer_depth: 2
  cts_root_buf: "clkbuf_4"
drt:
  routed_wl_um: 951
  wl_per_cell_um: 10.12
  num_antenna_cells: 0
  dr.pass1.iters: 4
  viasPerCell: 2.755
  drc_errors: 0
  ant_nets: 0
  drt_iter0_drc: 3
  vias: 259
grt:
  grt_overflow: 0
  grt_pass1_vias: 277
  grt_antenna_before_repair: 0
  globalRouteTotalUtil_pct: 2.986
  grt_max_degree: 11
  grt_pass1_wl_um: 1469
placed_design:
  io_buffer_count: 18
  dp.cells: 85
  gp_congestion: 0.6898
  dp_slack_ps: 154.1
floorplanning:
  die_area_mm2: 0.006400
  rows: 21
  initCoreUtil_pct: 11.17
  core_mm2: 0.003416
  fp.dieW_um: 80
  die_height_um: 80
  io_pins: 19
pwr:
  power_density_mw_per_mm2: 1196
  leakagePower_nw: 0.3236
  irDropWorstVdd_uv: 230.7
setup_path:
  crit_buf_inv: 1
  required_ps: 960
  critPathTopFamily: "flip-flops"
  critPathCaptureType: "output port"
  ff2ff_path_depth: 2
  max_stage_delay_ps: 380
  start_kind: "flip-flop"
  r2r_slack_ps: 260
  crit_chain: "dlygate4sd2_1"
  r2r-end: "data_sync[3]$_DFFE_PN0P_"
  cpMaxStageDelayCell: "dfrtp_1"
  path_class: "flip-flop to output port"
  r2r_start: "u_macro_ndff.dff2$_DFF_PN0_"
  crit_path_max_fanout: 2
  arrival_ps: 880
final_timing:
  finalWorstSetupSlack_ps: 76.29
  setup_viol: 0
  hold_viol_final: 0
  whs_ps: 276.6
  relSlewSlack_pct: 90.75
  period_needed_ps: 1124
  clock_skew_ps: 0.2805
  rsz0062_at_grt: "no"
  tightest_slew_ps: 138.8
  min_period_over_period_pct: 93.64
  fmax_mhz: 889.9
  setup_tns_ps: 0
  drv_slew: 0
final_layout:
  area_delta_synth_final_pct: 81.97
  layout-drive-gt1-share_pct: 41.67
  final_cells: 94
run:
  maxCapViolCount: 0
  tool_warnings: 25
worst_hold_path:
  min_path_type: "primary input to async pin"
outcome:
  status: "complete, no violations"
power by group:
group          switching [mW]  internal, mW
registers              0.0133         0.367
clock network           0.114         0.184
logic                  0.0342         0.118
total                   0.161         0.670
final cells by class:
type	count	area (um2)
fillers	372	2721
flip-flops and latches	10	250.2
repair buffers	26	230.2
multi-input cells	8	120.1
well taps	46	57.56
clock buffers	4	36.28
placed cells by master (no fill, tap or decap):
cell and instances:
dlygate4sd2_1 8, buf_4 8, clkbuf_8 1, clkbuf_4 3
clkdlybuf4s50_1 10, mux2_4 8, dfrtp_1 10
per-stage QoR:
stage          util, %  power (mW)  cell area (um2)
2_1_floorplan        -      0.4326            381.6
3_3_place_gp     18.46      0.5371            630.6
3_5_place_dp     18.46      0.5379            630.6
4_1_cts          20.33      0.8546            694.4
5_1_grt          20.33      0.8812            694.4
6_report         20.33      0.8307            694.4
metal layers:
layer	share of wire [%]	global-route usage [%]	routed length, um
met5	0	0	0
met4	0.63	0.3521	6
met3	19	2.727	182
met2	43	4.013	411
met1	37	3.533	350
flip-flops by register name (all words and copies together), names as in the netlist:
| register | cells |
|---|---|
| u_macro_ndff.dff2 | 1 |
| u_macro_ndff.dff1 | 1 |
| data_sync | 8 |
worst register-to-register path, cell delays in order, from the launching register on:
cell and delay, ps:
dfrtp_1 370, buf_4 160, mux2_4 290
worst max-delay path by stage:
stage	end	slack, ps	start	cells past startpoint
6_report	data_sync[1]	80	data_sync[1]$_DFFE_PN0P_	1
5_1_grt	data_sync[1]	20	data_sync[1]$_DFFE_PN0P_	1
4_1_cts	data_sync[1]	50	data_sync[1]$_DFFE_PN0P_	1
kinds of logic after synthesis:
group                  count (synthesis)  share of synthesized area [%]
muxes                                  8                          31.48
buffers and inverters                  1                          2.951
DFF                                   10                          65.57
timing repair:
action / CTS / global route
gates resized: 8 / 0
buffers inserted: 5 / 0
endpoints found under the setup margin: 8 / 0
No activity file was given, so power comes from the tool's default toggle rates.
